--- design/flow/run.sh ---
#!/bin/bash
# OpenROAD 26Q1-2900-gdf79404cd8, Yosys 0.63+post, stock flow scripts
make -C /OpenROAD-flow-scripts/flow DESIGN_CONFIG=/design/flow/config.mk WORK_HOME=/design/flow/orfs finish
--- design/flow/config.mk ---
export PLATFORM = sky130hd
export DESIGN_NAME = JAM
export DESIGN_NICKNAME = JAM
export VERILOG_FILES = /design/flow/design.v
export SDC_FILE = /design/flow/constraint.sdc
export NUM_CORES = 4
export LEC_CHECK = 1
export CORE_UTILIZATION = 30
--- design/flow/design.v ---
module JAM (
input CLK,
input RST,
output reg [2:0] W,
output reg [2:0] J,
input [6:0] Cost,
output reg [3:0] MatchCount,
output reg [9:0] MinCost,
output reg Valid );
reg [2:0] n_state;
reg [2:0] c_state;
reg [2:0] max_index;
reg [2:0] max;
reg [2:0] sortlist [0:7];
reg directions [0:7];
reg sortable;
reg [2:0] list_index;
reg [9:0] cost_sum;
reg [9:0] cost_min;
parameter IDLE          = 3'd0,
          CAL_COST      = 3'd1,
          MIN_CONFIRM   = 3'd2,
          MOVE          = 3'd3,
          FIN           = 3'd4
;
always@(posedge CLK or posedge RST) begin
    if (RST) c_state <= IDLE;
    else c_state <= n_state;
end
always@(*) begin
    case(c_state)
        IDLE : n_state = CAL_COST;
        CAL_COST : n_state = (W == 3'd7) ? MIN_CONFIRM : c_state;
        MIN_CONFIRM : n_state = MOVE;
        MOVE : n_state = (sortable == 1'b0) ? FIN : CAL_COST;
        default : n_state = c_state;
    endcase
end
always @(posedge CLK or posedge RST) begin
    if(RST) list_index <= 3'd0;
    else if(n_state == CAL_COST) list_index <= list_index + 3'd1;
    else list_index <= 3'd0;
end
always @(posedge CLK or posedge RST) begin
    if(RST)begin
        sortlist[0] <= 3'd0;
        sortlist[1] <= 3'd1;
        sortlist[2] <= 3'd2;
        sortlist[3] <= 3'd3;
        sortlist[4] <= 3'd4;
        sortlist[5] <= 3'd5;
        sortlist[6] <= 3'd6;
        sortlist[7] <= 3'd7;
    end
    else if(c_state == MOVE && sortable == 1'b1)begin
        if(directions[sortlist[max_index]] == 1'b0)begin
            sortlist[max_index] <= sortlist[max_index-1];
            sortlist[max_index-1] <= sortlist[max_index];
        end
        else if(directions[sortlist[max_index]] == 1'b1)begin
            sortlist[max_index] <= sortlist[max_index+1];
            sortlist[max_index+1] <= sortlist[max_index];
        end
    end
end
always @(posedge CLK or posedge RST) begin
    if(RST)begin
        directions[0] <= 1'b0;
        directions[1] <= 1'b0;
        directions[2] <= 1'b0;
        directions[3] <= 1'b0;
        directions[4] <= 1'b0;
        directions[5] <= 1'b0;
        directions[6] <= 1'b0;
        directions[7] <= 1'b0;
    end
    else if(c_state == MOVE && sortable == 1'b1)begin
        directions[sortlist[0]] <= (sortlist[max_index] < sortlist[0]) ? ~directions[sortlist[0]] : directions[sortlist[0]];
        directions[sortlist[1]] <= (sortlist[max_index] < sortlist[1]) ? ~directions[sortlist[1]] : directions[sortlist[1]];
        directions[sortlist[2]] <= (sortlist[max_index] < sortlist[2]) ? ~directions[sortlist[2]] : directions[sortlist[2]];
        directions[sortlist[3]] <= (sortlist[max_index] < sortlist[3]) ? ~directions[sortlist[3]] : directions[sortlist[3]];
        directions[sortlist[4]] <= (sortlist[max_index] < sortlist[4]) ? ~directions[sortlist[4]] : directions[sortlist[4]];
        directions[sortlist[5]] <= (sortlist[max_index] < sortlist[5]) ? ~directions[sortlist[5]] : directions[sortlist[5]];
        directions[sortlist[6]] <= (sortlist[max_index] < sortlist[6]) ? ~directions[sortlist[6]] : directions[sortlist[6]];
        directions[sortlist[7]] <= (sortlist[max_index] < sortlist[7]) ? ~directions[sortlist[7]] : directions[sortlist[7]];
    end
end
always @(*) begin
    if(c_state == MIN_CONFIRM)begin
        max_index = 3'd0;
        max = 3'd0;
        if(max < sortlist[0] && (directions[sortlist[0]] == 1'b1 && sortlist[0] > sortlist[1]))begin
            max = sortlist[0];
            max_index = 3'd0;
        end
        if(max < sortlist[1] &&((directions[sortlist[1]] == 1'b0 && sortlist[1] > sortlist[0])||(directions[sortlist[1]] == 1'b1 && sortlist[1] > sortlist[2])))begin
            max = sortlist[1];
            max_index = 3'd1;
        end
        if(max < sortlist[2] &&((directions[sortlist[2]] == 1'b0 && sortlist[2] > sortlist[1])||(directions[sortlist[2]] == 1'b1 && sortlist[2] > sortlist[3])))begin
            max = sortlist[2];
            max_index = 3'd2;
        end
        if(max < sortlist[3] &&((directions[sortlist[3]] == 1'b0 && sortlist[3] > sortlist[2])||(directions[sortlist[3]] == 1'b1 && sortlist[3] > sortlist[4])))begin
            max = sortlist[3];
            max_index = 3'd3;
        end
        if(max < sortlist[4] &&((directions[sortlist[4]] == 1'b0 && sortlist[4] > sortlist[3])||(directions[sortlist[4]] == 1'b1 && sortlist[4] > sortlist[5])))begin
            max = sortlist[4];
            max_index = 3'd4;
        end
        if(max < sortlist[5] &&((directions[sortlist[5]] == 1'b0 && sortlist[5] > sortlist[4])||(directions[sortlist[5]] == 1'b1 && sortlist[5] > sortlist[6])))begin
            max = sortlist[5];
            max_index = 3'd5;
        end
        if(max < sortlist[6] &&((directions[sortlist[6]] == 1'b0 && sortlist[6] > sortlist[5])||(directions[sortlist[6]] == 1'b1 && sortlist[6] > sortlist[7])))begin
            max = sortlist[6];
            max_index = 3'd6;
        end
        if(max < sortlist[7] &&((directions[sortlist[7]] == 1'b0 && sortlist[7] > sortlist[6])))begin
            max = sortlist[7];
            max_index = 3'd7;
        end
    end
    else begin
        max_index = max_index;
        max = max_index;
    end
end
always @(*) begin
    sortable = 1'b0;
    sortable = ( directions[sortlist[0]] == 1'b1 && sortlist[0] > sortlist[1]) ? 1'b1 : sortable;
    sortable = ((directions[sortlist[1]] == 1'b0 && sortlist[1] > sortlist[0])||(directions[sortlist[1]] == 1'b1 && sortlist[1] > sortlist[2])) ? 1'b1 : sortable;
    sortable = ((directions[sortlist[2]] == 1'b0 && sortlist[2] > sortlist[1])||(directions[sortlist[2]] == 1'b1 && sortlist[2] > sortlist[3])) ? 1'b1 : sortable;
    sortable = ((directions[sortlist[3]] == 1'b0 && sortlist[3] > sortlist[2])||(directions[sortlist[3]] == 1'b1 && sortlist[3] > sortlist[4])) ? 1'b1 : sortable;
    sortable = ((directions[sortlist[4]] == 1'b0 && sortlist[4] > sortlist[3])||(directions[sortlist[4]] == 1'b1 && sortlist[4] > sortlist[5])) ? 1'b1 : sortable;
    sortable = ((directions[sortlist[5]] == 1'b0 && sortlist[5] > sortlist[4])||(directions[sortlist[5]] == 1'b1 && sortlist[5] > sortlist[6])) ? 1'b1 : sortable;
    sortable = ((directions[sortlist[6]] == 1'b0 && sortlist[6] > sortlist[5])||(directions[sortlist[6]] == 1'b1 && sortlist[6] > sortlist[7])) ? 1'b1 : sortable;
    sortable = ( directions[sortlist[7]] == 1'b0 && sortlist[7] > sortlist[6]) ? 1'b1 : sortable;
end
always @(posedge CLK or posedge RST) begin
    if(RST) W <= 3'd0;
    else if(c_state == CAL_COST) W <= list_index;
end
always @(*) begin
    J = sortlist[W];
end
always @(posedge CLK or posedge RST) begin
    if(RST) cost_sum <= 10'd0;
    else if(c_state == CAL_COST) cost_sum <= cost_sum + Cost;
    else cost_sum <= 10'd0;
end
always @(posedge CLK or posedge RST) begin
    if(RST) cost_min <= 10'd1023;
    else if(c_state == MIN_CONFIRM) cost_min <= (cost_min > cost_sum) ? cost_sum : cost_min;
end
always @(posedge CLK or posedge RST) begin
    if(RST) MinCost <= 10'd0;
    else if(c_state == FIN) MinCost <= cost_min;
end
always @(posedge CLK or posedge RST) begin
    if(RST) MatchCount <= 4'd0;
    else if(c_state == MIN_CONFIRM)begin
        if(cost_min > cost_sum) MatchCount <= 4'd1;
        else if(cost_min == cost_sum) MatchCount <= MatchCount + 4'd1;
    end
end
always @(posedge CLK or posedge RST) begin
    if(RST) Valid <= 1'b0;
    else if(c_state == FIN) Valid <= 1'b1;
end
endmodule
--- design/flow/constraint.sdc ---
current_design JAM

set clk_period 9.9
set clk_io_pct 0.2

create_clock -name clk0 -period $clk_period [get_ports {CLK}]

set non_clock_inputs [all_inputs -no_clocks]
set_input_delay [expr $clk_period * $clk_io_pct] -clock clk0 $non_clock_inputs
set_output_delay [expr $clk_period * $clk_io_pct] -clock clk0 [all_outputs]
==> flow_summary.yaml <==
# synthesis and place-and-route metrics
status:
  status: "completed"
min_path:
  min_to: "Valid$_DFFE_PP0P_"
  hold_start: "Valid$_DFFE_PP0P_"
  min_path_type: "reg2reg"
  hold_path_depth: 1
cts:
  htree_levels: 3
  cts_setup_buffers: 0
  cts_made_buffers: 9
  clk_latency_ps: 360
  cts_resized: 0
  cts_tree: "built"
  clk_pin_slew_ps: 70
  postCtsHoldBufs: 0
  clock_path_buffers: 2
  cts-root-buf: "clkbuf_16"
sta:
  fin_crit_sh: 0.494
  fin_worst_skew_ps: 13.4
  finalHoldViolCount: 0
  finalSetupTns_ps: 0
  slew_headroom: 0.415
  min_period_ps: 4890
  untimed_endpoints: 3
  worst_pin_slew_ps: 872
  setup_viol_count_final: 0
  unclocked_pins: 3
  rsz0062_at_grt: "false"
  maxSlewViolCount: 0
  fmax_ghz: 0.205
worst_setup_path:
  path_cells: "clkinv_1, a21oi_1, a21oi_1, nor2_1, a21oi_1, a21boi_0, o22ai_1, clkdlybuf4s50_1"
  reg2reg_slack_ps: 5120
  crit_buf_inv: 2
  crit_top_cell: "a21oi_1"
  worstPathArrival_ps: 2910
  r2r-start: "sortlist[1][2]$_DFFE_PP0P_"
  critical_path_class: "reg2out"
  slowest_stage: "dfstp_2"
  r2r_cells: 15
  critPathMaxStageDelay_ps: 710
  r2r_end: "directions[1]$_DFFE_PP0P_"
  crit_path_start_kind: "flop"
  worstSetupEndpointType: "output port"
  crit_family: "buffers and inverters"
  critPathRequiredTime_ps: 7920
  critical_path.max_fanout: 13
layout:
  layout_top_cells: "nand2_1, nor2_1, ha_1, mux2i_1, a21oi_1"
  seqCellArea_mm2: 0.00203
  area.growth.synth_to_final_pct: 9.77
  instances_no_fill: 1463
  final_layout_size_suffix_gt1_frac: 0.119
  comb_area_mm2: 0.00630
  fillers: 3017
  layout_top_cell: "nand2_1"
routing:
  routedWlPerCell_um: 21.3
  drt-total-wl_um: 31200
  vias: 8803
  drt_iter0_drc: 1020
  diodes: 0
  remaining_drc_errors: 0
  firstDrtPassIters: 5
  viasPerCell: 6.02
  antenna_left: 0
placed_design:
  placed_cells: 1447
  place_hpwl_um: 22100
  io_buffers: 29
  gp_congestion: 0.991
synthesis:
  synthCells: 1085
  synth_cell_types: 90
  syn_area_mm2: 0.00884
  ys_chip_area_mm2: 0.00884
  edf_count: 0
  flop_cell: "dfrtp_1"
  ys.flops: 81
  yosysCellCount: 1085
  async_flop_share: 0.963
  ys_warn_count: 3
  syn_area_per_cell_um2: 8.15
floorplanning:
  die_x_um: 174
  die_h_um: 174
  top_level_ports: 30
  rows: 62
  die-area_mm2: 0.0302
  fp_util: 0.306
  core_region_area_mm2: 0.0289
global_route:
  grt_pass1_vias: 8268
  grt_start_max_net_pins: 53
  grt_overflow_total: 0
  grt_pass1_wl_um: 48600
  grt_usage: 0.212
  antenna_found_initial: 0
job:
  maxCapViolations: 0
  tool_warnings: 26
power_and_ir_drop:
  cellLeakagePower_uw: 0.00398
  p_per_area_mw_per_mm2: 101
  ir_drop_mv: 0.113
## cell type report
type	count	area share
clock inverters	7	0.00632
well taps	384	0.0495
inverters	59	0.0230
flip-flops and latches	81	0.209
multi-input cells	881	0.649
clock buffers	9	0.0232
repair buffers	42	0.0400
## worst max path at each step
stage	startpoint	to	slack, ps	cells after the start
after CTS	sortlist[2][1]$_DFFE_PP1P_	J[1]	5020	8
after global routing	sortlist[2][1]$_DFFE_PP1P_	J[1]	4860	8
final	sortlist[2][1]$_DFFE_PP1P_	J[1]	5010	8
## flip-flops by register name, summed over array words and instances (netlist names)
signal / cells
MatchCount: 4
MinCost: 10
Valid: 1
W: 3
c_state: 5
cost_min: 10
cost_sum: 10
directions: 8
list_index: 3
max_index: 3
sortlist: 24
## synthesized netlist by cell type, drive strengths merged (9+ instances only)
cell      n  area (um2)
dfrtp    55        1380
o211ai   14         115
o21a     16         120
nand2   109         409
a21o      9        68.8
clkbuf   33         124
ha       72         901
inv      52         195
xnor2    12         105
o21ai    63         319
nand4    11        68.8
or3       9        56.3
dfstp    23         604
a21oi    62         310
and2     10        62.6
mux2     43         499
nor2b    22         138
nand3    40         200
a211oi   10        80.1
nor2     90         338
buf      31         181
nor3     41         210
mux2i    65         663
a31oi    17         106
a222oi    9        90.1
o22ai     9        56.3
## worst register-to-register path, cell delays in order, from the launching register on
cell and delay (ps):
dfrtp_1 650, inv_1 350, a21oi_1 100, o21ai_0 170
nand3_1 110, o21ai_1 490, inv_1 440, ha_1 340
or3b_2 460, o221ai_1 250, xnor2_1 310, mux2i_1 230
a21oi_1 90, o211a_1 210, a2111oi_0 320, a311oi_1 90
## routing by layer
layer  part of all wire  global-route usage
met1               0.42               0.295
met2               0.42               0.305
met3              0.098              0.0553
met4              0.064               0.110
met5                  0                   0
## where the power goes
group	internal (uW)	switching, uW	leakage (uW)	total [uW]
combinational	121	103	0.00286	224
sequential	358	56.1	0.000987	414
clock	176	163	0.000135	338
## cell families after synthesis
family,share of synthesized area
mux,0.147
other cells,0.000424
xor+xnor,0.0168
simple gates,0.203
latches,0.00510
fa+ha+maj,0.104
buf+inv,0.0596
flops,0.224
compound gates,0.240
## stage by stage
stage | total power (uW) | util | worst slack (ps) | hold slack (ps) | area (um2)
2_1_floorplan | 576 | - | 5960 | 410 | 8840
3_3_place_gp | 641 | 0.326 | 5320 | 450 | 9420
3_5_place_dp | 645 | 0.326 | 5280 | 450 | 9420
4_1_cts | 989 | 0.336 | 5020 | 470 | 9700
5_1_grt | 1040 | 0.336 | 4860 | 496 | 9700
6_report | 977 | 0.336 | 5010 | 467 | 9700
No activity file was given, so power comes from the tool's default toggle rates.
